==> flow/design.v <==
module traffic_light_controller(
    input clk, rst,
    output reg [2:0] light_M1,
    output reg [2:0] light_S,
    output reg [2:0] light_MT,
    output reg [2:0] light_M2
);
parameter s1=0, s2=1, s3=2, s4=3, s5=4, s6=5;
reg [3:0] count;
reg [2:0] ps;
parameter sec7=7, sec5=5, sec2=2, sec3=3;
always @(posedge clk or posedge rst) begin
    if (rst == 1) begin
        ps <= s1;
        count <= 0;
    end else begin
        case(ps)
            s1: if (count < sec7) begin
                    ps <= s1;
                    count <= count + 1;
                end else begin
                    ps <= s2;
                    count <= 0;
                end
            s2: if (count < sec2) begin
                    ps <= s2;
                    count <= count + 1;
                end else begin
                    ps <= s3;
                    count <= 0;
                end
            s3: if (count < sec5) begin
                    ps <= s3;
                    count <= count + 1;
                end else begin
                    ps <= s4;
                    count <= 0;
                end
            s4: if (count < sec5) begin
                    ps <= s4;
                    count <= count + 1;
                end else begin
                    ps <= s5;
                    count <= 0;
                end
            s5: if (count < sec3) begin
                    ps <= s5;
                    count <= count + 1;
                end else begin
                    ps <= s6;
                    count <= 0;
                end
            s6: if (count < sec2) begin
                    ps <= s6;
                    count <= count + 1;
                end else begin
                    ps <= s1;
                    count <= 0;
                end
            default: ps <= s1;
        endcase
    end
end
always @(ps) begin
    case(ps)
        s1: begin
                light_M1 <= 3'b001;
                light_M2 <= 3'b001;
                light_MT <= 3'b100;
                light_S <= 3'b100;
            end
        s2: begin
                light_M1 <= 3'b001;
                light_M2 <= 3'b010;
                light_MT <= 3'b100;
                light_S <= 3'b100;
            end
        s3: begin
                light_M1 <= 3'b001;
                light_M2 <= 3'b100;
                light_MT <= 3'b100;
                light_S <= 3'b100;
            end
        s4: begin
                light_M1 <= 3'b010;
                light_M2 <= 3'b100;
                light_MT <= 3'b010;
                light_S <= 3'b100;
            end
        s5: begin
                light_M1 <= 3'b100;
                light_M2 <= 3'b100;
                light_MT <= 3'b010;
                light_S <= 3'b001;
            end
        s6: begin
                light_M1 <= 3'b100;
                light_M2 <= 3'b100;
                light_MT <= 3'b010;
                light_S <= 3'b100;
            end
        default: begin
                light_M1 <= 3'b000;
                light_M2 <= 3'b000;
                light_MT <= 3'b000;
                light_S <= 3'b000;
            end
    endcase
end
endmodule
==> flow/run.sh <==
#!/bin/bash
# OpenROAD 26Q1-2900-gdf79404cd8, Yosys 0.63+post, stock flow scripts
make -C /OpenROAD-flow-scripts/flow DESIGN_CONFIG=/design/flow/config.mk WORK_HOME=/design/flow/orfs finish
==> flow/config.mk <==
export PLATFORM = sky130hd
export DESIGN_NAME = traffic_light_controller
export DESIGN_NICKNAME = traffic_light_controller
export VERILOG_FILES = /design/flow/design.v
export SDC_FILE = /design/flow/constraint.sdc
export NUM_CORES = 4
export LEC_CHECK = 1
export CORE_AREA = 10 10 86 86
export DIE_AREA = 0 0 96 96
==> flow/constraint.sdc <==
current_design traffic_light_controller

set clk_period 2.6
set clk_io_pct 0.2

create_clock -name clk0 -period $clk_period [get_ports {clk}]

set non_clock_inputs [all_inputs -no_clocks]
set_input_delay [expr $clk_period * $clk_io_pct] -clock clk0 $non_clock_inputs
set_output_delay [expr $clk_period * $clk_io_pct] -clock clk0 [all_outputs]
==> ci_impl_report.md <==
### Flow metrics

| Metric | Value |
|---|---|
| Status | `finished clean` |
| Gr usage total | `0.03447` |
| Hold WS | `0.5700 ns` |
| Final worst-path cycle share | `0.8515` |
| Via/cell ratio | `3.548` |
| Final setup skew | `0.0006114 ns` |
| Diode count | `0` |
| Final min period | `2.214 ns` |
| Yosys aoi share | `0.1431` |
| Die Height | `96 um` |
| Pleak | `0.3794 nW` |
| HPWL Detailed | `1.126 mm` |
| Average size of a mapped cell | `9.083 um2` |
| Via count of the first global-routing pass | `538` |
| I/O pin cnt | `14` |
| Yosys chip area | `699.4 um2` |
| Clk sinks | `10` |
| Worst VDD drop | `0.0001447 V` |
| Hold Path Class | `in -> async` |
| Pre-antenna DRT Iters | `4` |
| PnR Total Power | `0.0003230 W` |
| Crit path DRT | `2.08 ns` |
| Root Driver | `clkbuf_8` |
| Mapped Area | `699.4 um2` |
| Setup violators final | `0` |
| CTS Buf Count | `3` |
| # Cells Yosys | `77` |
| ANT nets after route | `0` |
| Power per Cell Area | `372.0 nW/um2` |
| Hold buffer count at CTS | `0` |
| Crit-path cells | `or4_4 -> clkdlybuf4s50_1` |
| Worst-skew pair later-pin latency | `0.23 ns` |
| Die W | `96 um` |
| Adder-cell share of the synthesized area | `0.03578` |
| FFs w/ async S/R, synth | `1.000` |
| Post-CTS Resized | `0` |
| Top non-seq family | `simple AND/OR/NAND/NOR gates` |
| Dpl cell area | `823.3 um2` |
| Xor/xnor share | `0.01252` |
| Fmax | `0.4517 GHz` |
| DRC viols | `0` |
| Post-synthesis register bit count | `10` |
| WL/cell | `9.316 um` |
| Warnings, synthesis | `1` |
| Unique cell types | `38` |
| Unrepaired setup endpoints after global routing | `no` |
| Drt initial violations | `41` |
| Post-CTS setup buffers | `0` |
| Clock Tree Buf Depth | `2` |
| Area Overhead vs Synth | `24.15%` |
| Basic Gates by Area | `0.2773` |
| First-pass GRT wire length | `2.546 mm` |
| Fin. Hold Viols | `0` |
| Mux area share | `0.03041` |
| Slowest stage delay, CP | `0.61 ns` |
| Arrival @ worst endpoint | `1.69 ns` |
| Crit. End Element | `output pin` |
| Final non-filler cell total | `155` |
| Share of cells above drive strength 1 | `0.1566` |
| Routed wire length | `1.444 mm` |
| TNS Setup | `0 ns` |
| Synth top area share | `0.3220` |
| EDFF count, synth | `0` |
| Top_reg_cell synth | `dfrtp_1` |
| GR Overflow Total | `0` |
| Top cells by area | `dfrtp_1 (32%), nor2_1 (5.4%), dfstp_2 (3.8%)` |
| Top cells by count | `nor2_1 (10), dfrtp_1 (9), nand2_1 (7)` |
| Largest net degree at the start of global routing | `14` |
| CTS tree | `done` |
| Seq share, synth | `0.3596` |
| Die area | `9216 um2` |
| FP Core Util | `0.1262` |
| Fin. max-slew vios | `0` |
| Placed cell count | `151` |
| Clock transition at path regs | `0.05 ns` |
| H-tree levels | `1` |
| Synth area leader | `dfrtp_1` |
| GPL Wtd Cong | `0.8374` |
| CP max stage cell | `or4_4` |
| Core Region | `5540 um2` |
| # Max-Cap Violations | `0` |
| WS Path Type | `reg -> out` |
| Number of port buffers | `11` |
| # rows | `27` |
| CP Max Fanout | `6` |
| Mapped Cells | `77` |
| Initial antenna violation count | `0` |
| Vias | `550` |
| Synth top cell by count | `nor2_1` |
| Log Warnings | `26` |
| Post-route cell area | `868.3 um2` |
| Startpoint class of the critical path | `flop` |
[cell usage in the layout, fill, tap and decap left out, types with 2 or more instances in the layout]
master	instances
a21oi_1	3
nand2_1	7
ha_1	2
nor3_1	2
o21ai_0	3
clkbuf_8	3
clkdlybuf4s50_1	11
inv_1	4
dfrtp_1	9
conb_1	2
nor2_1	10
or3_1	2
o31ai_1	2
[cells by family (layout without fill, tap and decap cells)]
logic type / after synthesis / after routing
multiplexers: 2 / 2
XOR/XNOR: 1 / 1
adder cells (fa/ha/maj): 2 / 2
AND-OR/OR-AND: 14 / 14
AND/OR/NAND/NOR: 33 / 33
buffers and inverters: 14 / 19
flip-flops: 10 / 10
other: 1 / 2
[routing by layer]
layer / vias to the layer above / part of all wire / wire, um / global-route usage
met5: - / 0 / 0 / 0
met4: 0 / 0.0097 / 14 / 0.002457
met3: 2 / 0.13 / 194 / 0.01965
met2: 21 / 0.41 / 590 / 0.05213
met1: 257 / 0.45 / 645 / 0.04379
li1: 270 / - / - / -
[power breakdown]
part | internal [W] | switching, W
clock network | 0.000107 | 0.0000554
registers | 0.000156 | 0
logic | 0.00000141 | 0.00000316
[flip-flops by register name (all words and copies together), names as in the netlist, named ones only]
register  cells
ps            5
count         4
[layout make-up]
| class | count | area [um2] |
|---|---|---|
| Multi-Input combinational cell | 54 | 356.6 |
| Tap cell | 72 | 90.09 |
| Timing Repair Buffer | 11 | 110.1 |
| Clock buffer | 4 | 45.04 |
| Fill cell | 628 | 4672 |
| Inverter | 4 | 15.01 |
| Sequential cell | 10 | 251.5 |
[worst paths after layout]
path / to / slack, ns / depth (start not counted) / start
hold reg to reg: ps[4] / 0.59 / 2 / ps[1]
min in group clk0: ps[4] / 0.59 / 2 / ps[1]
max in group asynchronous: ps[0] / 1.72 / 2 / rst
hold / removal: asynchronous set/reset pin / 0.57 / 2 / rst
setup reg to reg: count[1] / 0.78 / 6 / count[1]
setup / recovery: light_M2[2] / 0.39 / 2 / flop
[critical path, delay by kind of cell, from the launching register on]
| kind | cells | cell delay, ns |
|---|---|---|
| AND/OR/NAND/NOR | 1 | 0.61 |
| buffers and inverters | 1 | 0.44 |
| flip-flops | 1 | 0.41 |
[metrics by stage]
stage	worst slack [ns]	util
after floorplan	0.9211	-
final	0.3862	0.1567
after CTS	0.3660	0.1567
after global placement	0.6393	0.1486
after detailed placement	0.6178	0.1486
after global routing	0.3183	0.1567
Power is estimated from default activity; no workload was simulated.
